$ cat design/flow/design.v
module jtkiwi_draw(
    input               rst,
    input               clk,
    input               draw,
    output reg          busy,
    input      [12:0]   code,
    input      [ 8:0]   xpos,
    input      [ 3:0]   ysub,
    input               flip,
    input               hflip,
    input               vflip,
    input      [ 4:0]   pal,
    output     [19:2]   rom_addr,
    output reg          rom_cs,
    input               rom_ok,
    input      [31:0]   rom_data,
    output reg [ 8:0]   buf_addr,
    output              buf_we,
    output     [ 8:0]   buf_din,
    input      [ 7:0]   debug_bus
);
parameter SWAP_HALVES = 1'b0;
reg  [31:0] pxl_data;
reg         rom_lsb;
reg  [ 3:0] cnt;
wire [ 3:0] ysubf, pxl_in;
assign ysubf    = ysub^{4{vflip}};
assign buf_din  = { pal, pxl_in };
assign pxl_in   = hflip ?
    { pxl_data[23], pxl_data[ 7], pxl_data[31], pxl_data[15] } :
    { pxl_data[16], pxl_data[ 0], pxl_data[24], pxl_data[ 8] };
assign rom_addr = { code, ysubf[3], rom_lsb^SWAP_HALVES, ysubf[2:0] };
assign buf_we   = busy & ~cnt[3];
always @(posedge clk, posedge rst) begin
    if( rst ) begin
        rom_cs   <= 0;
        buf_addr <= 0;
        pxl_data <= 0;
        busy     <= 0;
        cnt      <= 0;
    end else begin
        if( !busy ) begin
            if( draw ) begin
                rom_lsb  <= hflip;  
                rom_cs   <= 1;
                buf_addr <= xpos;
                busy     <= 1;
                cnt      <= 8;
            end
        end else begin
            if( rom_ok && rom_cs && cnt[3]) begin
                pxl_data <= rom_data;
                cnt[3]   <= 0;
                if( rom_lsb^hflip ) begin
                    rom_cs <= 0;
                end else begin
                    rom_cs <= 1;
                end
            end
            if( !cnt[3] ) begin
                cnt      <= cnt+1'd1;
                buf_addr <= buf_addr+1'd1;
                pxl_data <= hflip ? pxl_data << 1 : pxl_data >> 1;
                rom_lsb  <= ~hflip;
                if( cnt[2:0]==7 && !rom_cs ) busy <= 0;
            end
        end
    end
end
endmodule
$ cat design/flow/run.sh
#!/bin/bash
# OpenROAD 26Q1-2900-gdf79404cd8, Yosys 0.63+post, stock flow scripts
make -C /OpenROAD-flow-scripts/flow DESIGN_CONFIG=/design/flow/config.mk WORK_HOME=/design/flow/orfs finish
$ cat design/flow/config.mk
export PLATFORM = sky130hd
export DESIGN_NAME = jtkiwi_draw
export DESIGN_NICKNAME = jtkiwi_draw
export VERILOG_FILES = /design/flow/design.v
export SDC_FILE = /design/flow/constraint.sdc
export NUM_CORES = 4
export LEC_CHECK = 1
export CORE_UTILIZATION = 30
$ cat design/flow/constraint.sdc
current_design jtkiwi_draw

set clk_period 3.8
set clk_io_pct 0.2

create_clock -name clk0 -period $clk_period [get_ports {clk}]

set non_clock_inputs [all_inputs -no_clocks]
set_input_delay [expr $clk_period * $clk_io_pct] -clock clk0 $non_clock_inputs
set_output_delay [expr $clk_period * $clk_io_pct] -clock clk0 [all_outputs]
==> out/results.ini <==
[detailed_routing]
drt_iter0_markers=139
drc=0
via_per_inst=4.70
diodes=0
first_pass_iters=4
postRouteAntennaNets=0
drt-total-wl_mm=6.37
vias=2221
wl_per_cell_um=13.5

[floorplanning]
fp_util_pct=30.7
rows=36
die_h_um=102
die_w_um=102
core_um2=9730
chip_area_um2=10400
io_pins=117

[clock_network]
cts_sinks=48
cts_buffers=5
cts_buffer_depth=2
clk_pin_slew_ps=90
cts-root-buf=clkbuf_8
cts.repair.resized=0
cts_setup_buffers=0
cts_tree=built
ctsHtreeMaxLevel=2
insertion_delay_ps=300
holdBufCountCts=0

[power_and_ir_drop]
combPwrFrac_pct=49.3
p_per_area_nw_per_um2=722
leakage_uw=0.00159
max-vdd-ir-drop_mv=0.320
p_clk_share_pct=13.7
p_sw_share_pct=35.3
p_sw_uw=963
seq_power_share_pct=37.0
p_int_uw=1760

[global_routing]
grt_pass1_vias=2076
grt_first_pass_wirelength_mm=10.2
antenna_found_initial=0
grt_max_degree=76
grt_overflow_total=0
track_usage_pct=12.6

[setup_path]
critPathMaxFanout=22
r2r.worst_path.cells=5
max_stage_delay_ps=470
path_buffers=2
cp_data_required_time_ps=3040
path_class=input pin to output port
cp-start-kind=input pin
cp_top_family=buffers and inverters
crit_arrival_ps=2070
cp-end-kind=output port
rrSetupSlack_ps=1640
critical_path.slowest_cell=buf_2
reg2reg_from=cnt[3]
reg2reg_to=pxl_data[6]
path_cells=buf_2 -> mux2_2 -> clkdlybuf4s50_1

[hold_path]
hp-start=cnt[1]
holdPathEnd=cnt[1]
holdPathStages=1
hold_class=register to register

[synth]
syn_area_um2=2990
flop_cell=dfrtp_1
ys_area_um2=2990
topCellsByArea=dfrtp_1, mux2_2, mux2i_1
edf_count=1
synth_cells=295
synthArstFlopShare_pct=97.9
largest_area_cell=dfrtp_1
yosysTopAreaCellShare_pct=39.3
ys_seq_share_pct=40.3
numSynthFlops=48
synth_cell_types=34
yosysCellCount=295
ys.warnings.count=1
syn_avg_cell_area_um2=10.1

[sta]
timing.final.ws_setup_ps=975
tightestPinTransition_ps=769
finalHoldViolations=0
slew_headroom_pct=48.6
drv_slew=0
fmax_mhz=354
setup_viol=0
rsz0062_at_grt=false
fin_worst_skew_ps=5.54
min_period_ps=2830
finalSetupTns_ps=0
whs_ps=535
min_period_over_period_pct=74.4

[place]
pre_cts_ws_ps=960
routabilityCongestion=0.769
dpl.hpwl_mm=4.33
placed_area_um2=3660
port_buffers=71

[layout]
finish.utilization_pct=38.8
drive_above_1_share_pct=16.5
design_area_um2=3770
syn2layout_area_growth_pct=26.2

[flow_run]
max_cap_violations=0
warnings=34

[run_status]
status=finished clean

-- kinds of logic (layout without fill, tap and decap cells) --
| group | Yosys count | in the layout | synth area share [%] |
|---|---|---|---|
| multiplexers | 70 | 70 | 25.0 |
| adder cells (fa/ha/maj) | 3 | 3 | 1.26 |
| flip-flops | 48 | 48 | 40.3 |
| AND-OR/OR-AND | 60 | 60 | 11.8 |
| buffers and inverters | 42 | 87 | 8.33 |
| AND/OR/NAND/NOR | 62 | 62 | 10.3 |
| XOR/XNOR | 10 | 10 | 2.93 |
-- through the flow --
| step | total power [uW] | instances |
|---|---|---|
| after detailed placement | 2380 | 465 |
| after CTS | 2760 | 473 |
| final | 2720 | 473 |
| after global routing | 2950 | 473 |
| after global placement | 2340 | 465 |
| after floorplan | 1950 | 295 |
-- synth_stat cells (2+ instances only) --
cell type	count
mux2i_1	32
nor2b_1	10
dfrtp_1	47
o31a_1	2
nand4b_1	2
o21ai_0	33
buf_4	20
a22o_1	3
a21oi_1	6
nand2_1	37
mux2_2	38
a211oi_1	8
a31oi_1	5
ha_1	3
inv_1	3
buf_2	7
or3_1	2
clkbuf_1	10
nor2_1	4
xor2_1	9
-- routing by layer --
layer | track usage [%] | vias to the layer above | routed length [um]
met5 | 0 | - | 0
met4 | 2.64 | 0 | 115
met3 | 1.60 | 10 | 280
met2 | 18.7 | 51 | 2790
met1 | 20.2 | 1051 | 3180
li1 | - | 1109 | -
-- how the worst max path moves through the flow --
stage | from | endpoint | slack [ps] | cells after the start
after global routing | hflip | buf_din[2] | 940 | 3
after CTS | hflip | buf_din[2] | 970 | 3
final | hflip | buf_din[2] | 970 | 3
-- state kept, by name, summed over array words and instances, names as in the netlist --
signal / flops
buf_addr: 9
busy: 1
cnt: 4
pxl_data: 32
rom_cs: 1
rom_lsb: 1
-- placed cells by master (no fill, tap or decap), types with 2 or more instances in the layout --
cell,Yosys,layout
or3_1,2,2
o21ai_0,33,33
clkbuf_8,0,5
a31oi_1,5,5
mux2i_1,32,32
nor2b_1,10,10
dfrtp_1,47,46
inv_1,3,2
a21oi_1,6,6
nand4b_1,2,2
xor2_1,9,9
o31a_1,2,2
clkdlybuf4s50_1,0,70
mux2_2,38,38
buf_4,20,5
a211oi_1,8,8
nor2_1,4,4
nand2_1,37,37
ha_1,3,3
a22o_1,3,3
-- power by group through the flow --
stage	clock (uW)	sequential [uW]	combinational, uW
after CTS	386	1010	1360
after global routing	405	1050	1500
final	372	1010	1340
-- worst reg2reg max path, stage by stage (launching register included) --
cell and delay, ps:
dfrtp_2 360, buf_4 520, a21bo_2 320, nand2_1 70
buf_4 380, mux2_2 410
-- cell type report --
cell class	instances	area [um^2]
flip-flops and latches	48	1210
well taps	133	166
inverters	3	11.3
clock inverters	3	42.5
multi-input cells	205	1540
clock buffers	5	68.8
repair buffers	76	743
fillers	972	5950
No activity file was given, so power comes from the tool's default toggle rates.
